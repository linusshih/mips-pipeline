### run.sh
#!/bin/bash
# OpenROAD 26Q1-2900-gdf79404cd8, Yosys 0.63+post, stock flow scripts
make -C /OpenROAD-flow-scripts/flow DESIGN_CONFIG=/design/flow/config.mk WORK_HOME=/design/flow/orfs finish
### config.mk
export PLATFORM = sky130hd
export DESIGN_NAME = ifIdLatch
export DESIGN_NICKNAME = ifIdLatch
export VERILOG_FILES = /design/flow/design.v
export SDC_FILE = /design/flow/constraint.sdc
export NUM_CORES = 4
export LEC_CHECK = 1
export CORE_UTILIZATION = 40
### constraint.sdc
current_design ifIdLatch

set clk_period 1.0
set clk_io_pct 0.2

create_clock -name clk0 -period $clk_period [get_ports {clk}]

set non_clock_inputs [all_inputs -no_clocks]
set_input_delay [expr $clk_period * $clk_io_pct] -clock clk0 $non_clock_inputs
set_output_delay [expr $clk_period * $clk_io_pct] -clock clk0 [all_outputs]
### design.v
module ifIdLatch(
    input wire clk,
    input wire rst,
    input wire [31:0] pc_in,
    input wire [31:0] instr_in,
    output reg [31:0] pc_out,
    output reg [31:0] instr_out
);
    always @(posedge clk or posedge rst) begin
        if (rst) begin  
            pc_out <= 32'b0;
            instr_out <= 32'b0;
        end else begin
            pc_out <= pc_in;
            instr_out <= instr_in;
        end
    end
endmodule
==> Implementation_results.wiki <==
== Implementation results ==
{| class="wikitable"
! Metric !! Value
|-
| Pre-CTS setup slack || -0.0274 ns
|-
| Final GP Congestion || 0.749
|-
| Num CTS Buffers || 9
|-
| Number of buffers on the longest clock path || 2
|-
| Boundary Pins || 130
|-
| Maximum level of the CTS H-tree || 3
|-
| XOR/XNOR Area Share || 0%
|-
| Simple logic cell fraction of the synthesized area || 0%
|-
| Number of cells produced by synthesis || 65
|-
| Cell total in the yosys stat output || 65
|-
| Horiz. Die Dim || 65.4 microns
|-
| Run status || did not finish
|-
| Dominant combinational family || buffers and inverters
|-
| Synth top area cells || dfrtp_1 100%, inv_1 0.23%
|-
| Starting Density || 42.9%
|-
| Root buffer cell || clkbuf_8
|-
| AND-OR/OR-AND Cells, Area Fraction || 0%
|-
| Quantity of I/O buffers inserted on ports || 129
|-
| HPWL after DPL || 3410 microns
|-
| Multiplexer fraction of the synthesized cell area || 0%
|-
| Post-synthesis sequential area ratio || 99.8%
|-
| Number of placement rows || 22
|-
| Top cell type by total area after synthesis || dfrtp_1
|-
| Failing step || clock tree synthesis
|-
| Proportion of netlist area held by the largest area contributor || 99.8%
|-
| Cell area after technology mapping || 1610 sq um
|-
| Register bit total from synthesis || 64
|-
| Tool error message || [ERROR DPL-0036] Detailed placement failed.
|-
| Tally of unique sky130hd cells used after synthesis || 2
|-
| Vertical die size || 65.4 microns
|-
| Yosys warns || 1
|-
| Average size of a mapped cell || 24.7 sq um
|-
| Number of clock sinks || 64
|-
| Post-place instance area || 3020 sq um
|-
| Adder and majority gate portion of the synthesized area || 0%
|-
| Post-synth area from yosys stat || 1610 sq um
|}
[cells in the mapped netlist, drive strengths merged]
cell type / instances
inv: 1
dfrtp: 64
[metrics by stage]
step,TNS (ns),power [mW],cells,hold WS [ns],utilization [%]
after detailed placement,-0.0592,3.38,245,0.646,80.7
after global placement,0,3.36,245,0.646,80.7
after floorplan,0,2.80,65,0.231,-
[kinds of logic after synthesis]
group                  Yosys count
buffers and inverters            1
DFF                             64
No activity file was given, so power comes from the tool's default toggle rates.
