<file path="flow/config.mk">
export PLATFORM = sky130hd
export DESIGN_NAME = decode
export DESIGN_NICKNAME = decode
export VERILOG_FILES = /design/flow/design.v
export SDC_FILE = /design/flow/constraint.sdc
export NUM_CORES = 4
export LEC_CHECK = 1
export CORE_UTILIZATION = 50
</file>
<file path="flow/constraint.sdc">
current_design decode

set clk_period 1.8
set clk_io_pct 0.2

create_clock -name clk0 -period $clk_period [get_ports {clk}]

set non_clock_inputs [all_inputs -no_clocks]
set_input_delay [expr $clk_period * $clk_io_pct] -clock clk0 $non_clock_inputs
set_output_delay [expr $clk_period * $clk_io_pct] -clock clk0 [all_outputs]
</file>
<file path="flow/design.v">
`timescale 1ns / 1ps
module decode(
    input wire          clk,
                        rst,
                        wb_reg_write,
    input wire [4:0]    wb_write_reg_location,
    input wire [31:0]   mem_wb_write_data,
                        if_id_instr,
                        if_id_npc,
    output wire [1:0]   id_ex_wb,
    output wire [2:0]   id_ex_mem,
    output wire [3:0]   id_ex_execute,
    output wire [31:0]  id_ex_npc,
                        id_ex_readdat1,
                        id_ex_readdat2,
                        id_ex_sign_ext,
    output wire [4:0]   id_ex_instr_bits_20_16,
                        id_ex_instr_bits_15_11
);
    wire [31:0] sign_ext_internal;
    wire [31:0] readdat1_internal;
    wire [31:0] readdat2_internal;
    wire [1:0] wb_internal;
    wire [2:0] mem_internal;
    wire [3:0] ex_internal;
    signExt sE0 (
        .immediate(if_id_instr[15:0]),
        .extended(sign_ext_internal)
    );
    regfile rf0 (
        .clk(clk),
        .rst(rst),
        .regwrite(wb_reg_write),
        .rs(if_id_instr[25:21]),
        .rt(if_id_instr[20:16]),
        .rd(wb_write_reg_location),
        .writedata(mem_wb_write_data),
        .A_readdat1(readdat1_internal),
        .B_readdat2(readdat2_internal)
    );
    control c0 (
        .clk(clk),
        .rst(rst),
        .opcode(if_id_instr[31:26]),
        .wb(wb_internal),
        .mem(mem_internal),
        .ex(ex_internal)
    ); 
    idExLatch iEL0 (
        .clk(clk),
        .rst(rst),
        .ctl_wb(wb_internal),
        .ctl_mem(mem_internal),
        .ctl_ex(ex_internal),
        .npc(if_id_npc),
        .readdat1(readdat1_internal),
        .readdat2(readdat2_internal),
        .sign_ext(sign_ext_internal),
        .instr_bits_20_16(if_id_instr[20:16]),
        .instr_bits_15_11(if_id_instr[15:11]),
        .wb_out(id_ex_wb),
        .mem_out(id_ex_mem),
        .ctl_out(id_ex_execute),
        .npc_out(id_ex_npc),
        .readdat1_out(id_ex_readdat1),
        .readdat2_out(id_ex_readdat2),
        .sign_ext_out(id_ex_sign_ext),
        .instr_bits_20_16_out(id_ex_instr_bits_20_16),
        .instr_bits_15_11_out(id_ex_instr_bits_15_11)
    );
endmodule
module signExt(
    input wire [15:0] immediate,
    output wire [31:0] extended
);
    assign extended = {{16{immediate[15]}}, immediate};
endmodule
`timescale 1ns / 1ps
module regfile(
    input wire clk, rst, regwrite, 
    input wire [4:0] rs, rt, rd,
    input wire [31:0] writedata,
    output reg [31:0] A_readdat1, B_readdat2   
);
    reg [31:0] REG [0:31];
    wire [31:0] r1_val;
    integer i;
    initial 
    begin
            for (i = 0; i < 32; i = i + 1)
                REG[i] <= 0;
    end
    assign r1_val = REG[1];
    always @(*) begin
        if (rst) begin
            A_readdat1 <= 32'b0;
            B_readdat2 <= 32'b0;
        end
        else begin
            if (regwrite) begin
                REG[rd] <= writedata;
            end
            else begin
                A_readdat1 <= REG[rs];
                B_readdat2 <= REG[rt];
            end 
        end
    end
endmodule
module control(
    input wire clk, rst,
    input wire [5:0] opcode,
    output reg [1:0] wb,
    output reg [2:0] mem,
    output reg [3:0] ex
);
    parameter RTYPE = 6'b000000;
    parameter LW = 6'b100011;  
    parameter SW = 6'b101011;  
    parameter BEQ = 6'b000100;  
    parameter NOP = 6'b100000;  
    initial begin
        wb = 2'd0;
        mem = 3'd0;
        ex = 4'd0;
    end
    always @(posedge clk) begin
        if (rst) begin
            wb <= 2'd0;
            mem <= 3'd0;
            ex <= 4'd0;
        end
        case (opcode)
            RTYPE: begin
                wb <= 2'b10;
                mem <= 3'b000;
                ex <= 4'b1100;
            end
            LW: begin
                wb <= 2'b11;
                mem <= 3'b010;
                ex <= 4'b0001;
            end
            SW: begin
                wb <= 2'b00;
                mem <= 3'b001;
                ex <= 4'b0001;
            end
            BEQ: begin
                wb <= 2'b00;
                mem <= 3'b100;
                ex <= 4'b0100;
            end
            default: begin 
                wb <= 2'b0;
                mem <= 3'b0;
                ex <= 4'b0;
            end
        endcase
    end
endmodule
module idExLatch(
    input wire clk, rst,
    input wire [1:0] ctl_wb,
    input wire [2:0] ctl_mem,
    input wire [3:0] ctl_ex,
    input wire [31:0] npc, readdat1, readdat2, sign_ext, 
    input wire [4:0] instr_bits_20_16, instr_bits_15_11, 
    output reg [1:0] wb_out, 
    output reg [2:0] mem_out,
    output reg [3:0] ctl_out,
    output reg [31:0] npc_out, readdat1_out, readdat2_out, sign_ext_out, 
    output reg [4:0] instr_bits_20_16_out, instr_bits_15_11_out
);
    always @(posedge clk) begin
        if (rst) begin
            wb_out <= 2'b00;
            mem_out <= 3'b000;
            ctl_out <= 4'b0000;
            npc_out <= 32'b0;
            readdat1_out <= 32'b0;
            readdat2_out <= 32'b0;
            sign_ext_out <= 32'b0;
            instr_bits_20_16_out <= 5'b00000;
            instr_bits_15_11_out <= 5'b00000;
        end
        else begin
            wb_out <= ctl_wb;
            wb_out <= ctl_wb;
            mem_out <= ctl_mem;
            ctl_out <= ctl_ex;
            npc_out <= npc;
            readdat1_out <= readdat1;
            readdat2_out <= readdat2;
            sign_ext_out <= sign_ext;
            instr_bits_20_16_out <= instr_bits_20_16;
            instr_bits_15_11_out <= instr_bits_15_11;
        end
    end    
endmodule
</file>
<file path="flow/run.sh">
#!/bin/bash
# OpenROAD 26Q1-2900-gdf79404cd8, Yosys 0.63+post, stock flow scripts
make -C /OpenROAD-flow-scripts/flow DESIGN_CONFIG=/design/flow/config.mk WORK_HOME=/design/flow/orfs finish
</file>
==> GITHUB_STEP_SUMMARY <==
### Metrics collected by this job

| Metric | Value |
|---|---|
| Outcome | completed |
| Largest net degree at the start of global routing | 103 |
| FF+latch count, synth | 1219 |
| Post-Synthesis Cells | 4082 |
| Cell area after layout | 40800 um^2 |
| Avg Inst Size Synth | 8.93 um^2 |
| Max Freq | 0.567 GHz |
| Count of port buffers added during placement | 249 |
| Area after DPL | 40200 um^2 |
| Max-slew violations | 0 |
| Number of register pins that no clock reaches | 1088 |
| Sum of net half-perimeters after detailed placement | 127000 um |
| Final Hold Violation Tally | 0 |
| Critical path's slowest cell | clkdlybuf4s50_1 |
| Pwr per Cell Area | 338 nW/um^2 |
| Hold path endpoint | iEL0.instr_bits_20_16_out[0] |
| Start of the worst register-to-register path | c0.ex[0] |
| Total iterations of the first detailed-routing run | 10 |
| Worst endpoint required time | 1440 ps |
| Startpoint-to-endpoint class of the critical path | reg2out |
| Count of hold buffers inserted by post-cts repair | 0 |
| Data arrival time at the worst-slack endpoint | 1400 ps |
| Detailed route wirelength on metal2 | 80600 um |
| Die extent in y | 272 um |
| Length of routed met3 wiring | 44600 um |
| Area of the die | 74000 um^2 |
| Total via count after detailed routing | 40443 |
| Post-synthesis instance area | 36400 um^2 |
| Fraction of final layout cells sized beyond drive strength 1 | 9.38% |
| Starting utilization of the core area | 50.7% |
| Type of element capturing the critical path | output pin |
| Slew at the pin with the worst max-slew slack | 1380 ps |
| # resized after CTS | 9 |
| Register-to-register path setup slack | 1250 ps |
| Horizontal die size | 272 um |
| Number of buffers between clock root and the deepest sink | 2 |
| Residual antenna-violating net count after detailed routing | 0 |
| Number of synthesized flops with an enable pin | 0 |
| Wire length of the first global-routing pass | 300000 um |
| Wire length the detailed router placed on met1 | 70400 um |
| Worst-case vdd ir drop | 0.531 mV |
| Final tally of setup violations | 0 |
| Vias per std cell | 7.81 |
| CTS tree | yes |
| Category of cells accounting for the largest share of critical-path delay | buffers and inverters |
| Synth warnings | 4 |
| Total negative setup slack | 0 ps |
| Unique masters post-synth | 80 |
| Clock root buffer | clkbuf_16 |
| Primary FF master, synth | dlxtn_1 |
| Number of OpenROAD warnings | 30 |
| Via count of the first global-routing pass | 38004 |
| Rows | 98 |
| GR Util All Layers | 61.3% |
| Normalized max-slew margin | 7.58% |
| Gp weighted congestion | 1.09 |
| Top routing layer used | met5 |
| Chip area line of the yosys report | 36400 um^2 |
| Min-delay worst type | in2reg |
| Yosys cell count | 4082 |
| Aggregate global routing overflow | 0 |
| H-tree levels | 4 |
| Post-Route WL | 220000 um |
| Cts bufs inserted | 17 |
| Number of violations reported at the end of detailed-routing iteration 0 | 6042 |
| Sequence of cells on the critical path | clkdlybuf4s50_1 |
| IO Count | 251 |
| Worst R2R End | iEL0.ctl_out[0] |
| Clock slew at reported path FFs | 80 ps |
| Post-route fraction of the period consumed by the critical path | 98.0% |
| Startpoint types | flip-flop |
| Area Growth Syn to Fin | 12.1% |
| Longest individual stage delay on the worst path | 480 ps |
| Source-to-sink clock delay at the later pin of the worst-skew pair | 500 ps |
| Logic depth of the worst register-to-register path | 1 |
| Number of unconstrained endpoints | 1088 |
| Hold_sp | if_id_instr[16] |
| Worst hold path depth | 2 |
| Initial antenna violation count | 24 |
| Tmin final | 1760 ps |
| Static leakage power | 0.0172 uW |
| Clock tree skew after final layout | 4.92 ps |
| Core Area | 71900 um^2 |
| Routed length per instance | 42.5 um |
| Maximum capacitance violations | 0 |
| CP Max Fanout | 18 |
| Total buffers and inverters traversed by the critical path | 1 |
| Fraction of registers with async set or reset after synthesis | 0% |
| Number of post-CTS setup repair buffers | 0 |
| # DRC | 0 |
registers in the layout (all words and copies together) (netlist names), 2 cells and up:
name and cells:
iEL0.readdat2_out 32, rf0.A_readdat1 32, rf0.B_readdat2 32, iEL0.ctl_out 3, c0.ex 3, iEL0.instr_bits_20_16_out 5, rf0.REG 1024, iEL0.readdat1_out 32
iEL0.wb_out 2, iEL0.sign_ext_out 16, iEL0.npc_out 32, c0.mem 3, iEL0.mem_out 2
layout by cell type, fill, tap and decap left out, types with 9 or more instances in the layout:
master and n:
a222oi_1 21, o31a_1 16, or3_1 11, diode_2 31, a2111oi_0 52, a211o_1 9
buf_4 211, nor3_1 38, nor2_2 35, dlxtn_1 1088, dfxtp_1 130, nand4_1 245
and3_1 177, a221oi_1 14, nand2b_1 16, o21ai_0 16, nor2_1 93, a221o_1 13
a211oi_1 10, inv_1 10, mux2_2 11, buf_2 10, a22o_1 60, a21oi_1 25
nand3b_1 16, clkdlybuf4s50_1 224, and4_1 42, a31oi_1 21, nand2_2 33, mux2i_1 20
a311oi_1 30, a22oi_1 322, nand2_1 22, clkbuf_16 17, nand3_1 782, o21bai_1 15
nor4_1 48, nor2b_1 132
worst max-delay path by stage:
stage / from / end / slack (ps) / depth (start not counted)
4_1_cts: iEL0.sign_ext_out[15] / id_ex_sign_ext[18] / 0.8 / 1
5_1_grt: iEL0.sign_ext_out[15] / id_ex_sign_ext[23] / -6 / 1
6_report: iEL0.sign_ext_out[15] / id_ex_sign_ext[23] / 40 / 1
layer usage:
layer	vias to the layer above	track usage [%]
li1	15519	-
met1	18563	70.5
met2	4651	75.2
met3	1639	47.3
met4	71	44.7
met5	-	14.8
cell usage after synthesis (17+ instances only):
library cell / instances / area share [%]
dlxtn_1: 1088 / 45
nand3_1: 782 / 11
a22oi_1: 322 / 6.6
nand4_1: 245 / 4.2
and3_1: 179 / 3.1
buf_2: 169 / 2.3
nor2b_1: 137 / 2.4
clkbuf_1: 135 / 1.4
dfxtp_1: 131 / 7.2
nor2_1: 113 / 1.2
a22o_1: 60 / 1.4
nand2_1: 55 / 0.57
a2111oi_0: 52 / 1.3
nor4_1: 48 / 0.82
buf_4: 46 / 0.95
and4_1: 42 / 1.0
nor3_1: 38 / 0.52
a311oi_1: 31 / 0.75
a21oi_1: 25 / 0.34
buf_1: 22 / 0.23
a222oi_1: 21 / 0.58
a31oi_1: 21 / 0.36
mux2i_1: 20 / 0.55
nor2_2: 17 / 0.29
report_power, final:
group | switching [uW] | internal (uW) | total, uW
Combinational | 3270 | 1360 | 4630
Sequential | 689 | 4650 | 5340
Clock | 1990 | 1850 | 3840
cell families (layout without fill, tap and decap cells):
group | count (synthesis) | in the layout | share of synthesized area [%]
other cells | 1 | 32 | 0.0103
buf+inv | 389 | 506 | 5.21
simple gates | 1777 | 1777 | 27.5
compound gates | 665 | 665 | 14.3
latches | 1088 | 1088 | 44.7
mux | 31 | 31 | 0.889
flops | 131 | 131 | 7.20
through the flow:
stage               cells  power, uW  hold WS [ps]  setup slack, ps  utilization, %
global placement     5117       9600           418              224            55.9
global route         5160      14000           165            -5.52            56.8
finish               5180      13800           164             35.8            56.8
floorplan            4082       7160           414              432               -
CTS                  5149      13400           157            0.804            56.7
detailed placement   5117       9590           423              243            55.9
area by class of cell:
| class | instances | area [um^2] |
|---|---|---|
| fillers | 6567 | 31000 |
| flip-flops and latches | 1219 | 19000 |
| multi-input cells | 2474 | 15900 |
| repair buffers | 464 | 4120 |
| well taps | 950 | 1190 |
| clock buffers | 17 | 425 |
| clock inverters | 15 | 159 |
| diodes | 31 | 77.6 |
| inverters | 10 | 37.5 |
No activity file was given, so power comes from the tool's default toggle rates.
