File: flow/run.sh
#!/bin/bash
# OpenROAD 26Q1-2900-gdf79404cd8, Yosys 0.63+post, stock flow scripts
make -C /OpenROAD-flow-scripts/flow DESIGN_CONFIG=/design/flow/config.mk WORK_HOME=/design/flow/orfs finish
File: flow/design.v
`timescale 1ns / 1ps
module adder(
    input wire [31:0] add_in1,
    input wire [31:0] add_in2,
    output wire [31:0] add_out
    );
assign add_out = add_in1 + add_in2;
endmodule
`timescale 1ns / 1ps
module alu(
    input  wire [31:0] a,
    input  wire [31:0] b,
    input  wire [2:0]  control,
    output reg  [31:0] result,
    output wire        zero
);
    localparam ALU_AND = 3'b000;
    localparam ALU_OR  = 3'b001;
    localparam ALU_ADD = 3'b010;
    localparam ALU_X   = 3'b011;      
    localparam ALU_SUB = 3'b110;
    localparam ALU_SLT = 3'b111;
    always @(*) begin
        case (control)
            ALU_AND: result = a & b;
            ALU_OR:  result = a | b;
            ALU_ADD: result = a + b;
            ALU_SUB: result = a - b;
            ALU_SLT: result = ($signed(a) < $signed(b)) ? 32'd1 : 32'd0;
            default: result = 32'hXXXXXXXX;
        endcase
    end
    assign zero = (result == 32'd0);
endmodule
`timescale 1ns / 1ps
module alu_control(
    input  wire [5:0] funct,
    input  wire [1:0] aluop,
    output reg  [2:0] select
);
    localparam Rtype  = 2'b10;     
    localparam LW_SW  = 2'b00;     
    localparam BEQ    = 2'b01;     
    localparam UNKNOWN= 2'b11;     
    localparam ALU_AND = 3'b000;
    localparam ALU_OR  = 3'b001;
    localparam ALU_ADD = 3'b010;
    localparam ALU_SUB = 3'b110;
    localparam ALU_SLT = 3'b111;
    localparam ALU_X   = 3'b011;    
    localparam FUNCT_ADD = 6'b100000;
    localparam FUNCT_SUB = 6'b100010;
    localparam FUNCT_AND = 6'b100100;
    localparam FUNCT_OR  = 6'b100101;
    localparam FUNCT_SLT = 6'b101010;
    always @(*) begin
        case (aluop)
            Rtype: begin
                case (funct)
                    FUNCT_ADD: select = ALU_ADD;
                    FUNCT_SUB: select = ALU_SUB;
                    FUNCT_AND: select = ALU_AND;
                    FUNCT_OR:  select = ALU_OR;
                    FUNCT_SLT: select = ALU_SLT;
                    default:    select = ALU_X;
                endcase
            end
            LW_SW: select = ALU_ADD;
            BEQ:   select = ALU_SUB;
            UNKNOWN: select = ALU_X;
            default: select = ALU_X;
        endcase
    end
endmodule
`timescale 1ns / 1ps
module bottom_mux(
    output wire [4:0] y,    
    input  wire [4:0] a,    
    input  wire [4:0] b,    
    input  wire sel         
);
    assign y = sel ? a : b;
endmodule
`timescale 1ns / 1ps
module ex_mem(
    input  wire        clk,
    input  wire        reset,
    input  wire [1:0]  ctlwb_in,
    input  wire [2:0]  ctlm_in,
    input  wire [31:0] adder_in,
    input  wire        zero_in,
    input  wire [31:0] alu_in,
    input  wire [31:0] rdata2_in,
    input  wire [4:0]  mux_in,
    output reg [1:0]   ctlwb_out,
    output reg         branch,
    output reg         memread,
    output reg         memwrite,
    output reg [31:0]  add_result,
    output reg         zero,
    output reg [31:0]  alu_result,
    output reg [31:0]  rdata2_out,
    output reg [4:0]   five_bit_muxout
);
    always @(posedge clk) begin
        if (reset) begin
            ctlwb_out      <= 0;
            branch         <= 0;
            memread        <= 0;
            memwrite       <= 0;
            add_result     <= 0;
            zero           <= 0;
            alu_result     <= 0;
            rdata2_out     <= 0;
            five_bit_muxout<= 0;
        end 
        else begin
            ctlwb_out      <= ctlwb_in;
            branch         <= ctlm_in[2];
            memread        <= ctlm_in[1];
            memwrite       <= ctlm_in[0];
            add_result     <= adder_in;
            zero           <= zero_in;
            alu_result     <= alu_in;
            rdata2_out     <= rdata2_in;
            five_bit_muxout<= mux_in;
        end
    end
endmodule
`timescale 1ns / 1ps
module EXECUTE(
    input  wire        clk,             
    input  wire        reset,           
    input  wire [1:0]  wb_ctl,          
    input  wire [2:0]  m_ctl,           
    input  wire        regdst,          
    input  wire        alusrc,          
    input  wire [1:0]  aluop,           
    input  wire [31:0] npcout,          
    input  wire [31:0] rdata1,          
    input  wire [31:0] rdata2,          
    input  wire [31:0] s_extendout,     
    input  wire [4:0]  instrout_2016,   
    input  wire [4:0]  instrout_1511,   
    input  wire [5:0]  funct,           
    output wire [1:0]  wb_ctlout,       
    output wire        branch,
    output wire        memread,
    output wire        memwrite,
    output wire [31:0] EX_MEM_NPC,      
    output wire        zero,
    output wire [31:0] alu_result,
    output wire [31:0] rdata2out,       
    output wire [4:0]  five_bit_muxout  
);
wire [31:0] shifted_imm;    
wire [31:0] adder_out;      
wire [31:0] b_input;        
wire [31:0] aluout;
wire [4:0]  reg_mux_out;
wire [2:0]  alu_ctrl;
wire        aluzero;
assign shifted_imm = s_extendout << 2;
adder adder3 (
    .add_in1(npcout),
    .add_in2(shifted_imm),
    .add_out(adder_out)
);
bottom_mux bottom_mux3 (
    .a(instrout_2016),    
    .b(instrout_1511),    
    .sel(regdst),
    .y(reg_mux_out)
);
alu_control alu_control3 (
    .funct(funct),
    .aluop(aluop),
    .select(alu_ctrl)
);
top_mux top_mux3 (
    .a(rdata2),
    .b(s_extendout),
    .sel(alusrc),
    .y(b_input)
);
alu alu3 (
    .a(rdata1),
    .b(b_input),
    .control(alu_ctrl),
    .result(aluout),
    .zero(aluzero)
);
ex_mem ex_mem3 (
    .clk(clk),
    .reset(reset),
    .ctlwb_in(wb_ctl),
    .ctlm_in(m_ctl),
    .adder_in(adder_out),
    .zero_in(aluzero),
    .alu_in(aluout),
    .rdata2_in(rdata2),
    .mux_in(reg_mux_out),
    .ctlwb_out(wb_ctlout),
    .branch(branch),
    .memread(memread),
    .memwrite(memwrite),
    .add_result(EX_MEM_NPC),
    .zero(zero),
    .alu_result(alu_result),
    .rdata2_out(rdata2out),
    .five_bit_muxout(five_bit_muxout)
);
endmodule
`timescale 1ns / 1ps
module top_mux(
    output wire [31:0] y,    
    input  wire [31:0] a,    
    input  wire [31:0] b,    
    input  wire sel          
);
    assign y = sel ? a : b;
endmodule
File: flow/config.mk
export PLATFORM = sky130hd
export DESIGN_NAME = EXECUTE
export DESIGN_NICKNAME = EXECUTE
export VERILOG_FILES = /design/flow/design.v
export SDC_FILE = /design/flow/constraint.sdc
export NUM_CORES = 4
export LEC_CHECK = 1
export CORE_UTILIZATION = 40
File: flow/constraint.sdc
current_design EXECUTE

set clk_period 18.2
set clk_io_pct 0.2

create_clock -name clk0 -period $clk_period [get_ports {clk}]

set non_clock_inputs [all_inputs -no_clocks]
set_input_delay [expr $clk_period * $clk_io_pct] -clock clk0 $non_clock_inputs
set_output_delay [expr $clk_period * $clk_io_pct] -clock clk0 [all_outputs]
==> job_summary.md <==
## PnR job results

| Metric | Value |
|---|---|
| Outcome | `completed` |
| Cells after Synth | `1222` |
| Clock Sinks | `107` |
| Post-CTS Setup Repair Bufs | `0` |
| EDFF count, synth | `0` |
| Vias per cell | `5.461` |
| Mean area per synthesized cell | `7.880 um^2` |
| HP Class | `primary input to flip-flop` |
| Critical Path End Type | `flip-flop` |
| CP startpoint kind | `primary input` |
| Design Area, Final | `0.01279 mm^2` |
| Slowest-stage cell, CP | `a2111oi_0` |
| Number of cells in Yosys stat | `1222` |
| RePlAce Congestion | `0.9765` |
| Drt total wl | `34950 um` |
| Chip area | `0.02470 mm^2` |
| HPWL Detailed | `27880 um` |
| Share of cells above drive strength 1 | `0.03934` |
| Buffers on Ports | `261` |
| MaxCap Viol Count | `0` |
| Clock tree buffer depth | `2` |
| Setup TNS Final | `0 ns` |
| Post-synth seq share | `0.2225` |
| Power consumption | `814.4 uW` |
| WS Path Type | `primary input to flip-flop` |
| FP Rows | `56` |
| Yosys synthesis chip area | `0.009629 mm^2` |
| Worst hold start | `reset` |
| Final ANT Viol Nets | `0` |
| Initial Utilization | `0.4090` |
| Tmin final | `8.147 ns` |
| Ys flop type | `dfxtp_1` |
| DRT iter0 DRCs | `564` |
| Delay-heaviest family, CP | `AND-OR/OR-AND gates` |
| Vias | `9661` |
| Area of the core | `0.02354 mm^2` |
| Global-route wire length before repair | `52760 um` |
| Initial antenna violation count | `2` |
| Mapped cell area | `0.009629 mm^2` |
| Hold Buf Count CTS | `0` |
| Routed len/inst | `19.75 um` |
| Slew Viols, Final | `0` |
| Number of unique standard cell types used by synthesis | `85` |
| Yosys Warn Count | `3` |
| Fin Hold WS | `3.688 ns` |
| DR top layer | `met5` |
| GRT overflow | `0` |
| # IOs | `262` |
| Setup Viol. Count Final | `0` |
| Critical Path Fanout Max | `33` |
| Crit share post-route | `0.4477` |
| RSZ-0062 raised after global routing | `false` |
| Worst-path clk slew | `0.08 ns` |
| Static leakage | `0.005566 uW` |
| Fmax | `122.7 MHz` |
| Die Span X | `157.2 um` |
| Drt first pass iters | `5` |
| Least-Margin Pin Slew | `0.8899 ns` |
| Arrival time at the worst endpoint | `8.44 ns` |
| Met1 wire length | `14330 um` |
| Clk root buf | `clkbuf_16` |
| Slew headroom | `0.3914` |
| Chip height | `157.2 um` |
| CTS tree | `built` |
| Largest net degree at the start of global routing | `64` |
| Post-DP Area | `0.01247 mm^2` |
| WL met2 | `16390 um` |
| Post-CTS sizing | `0` |
| H-tree depth | `3` |
| DRC errors left | `0` |
| Met3 WL post-DR | `2763 um` |
| Vias in the first global route | `9143` |
| Pwr/cell area | `63.69 mW/mm^2` |
| GRT Overall Usage | `0.2890` |
| CP Buf/Inv Count | `2` |
| Peak VDD IR | `0.04088 mV` |
| Worst path required time | `18.50 ns` |
| Largest stage delay, worst path | `0.82 ns` |
| CTS Buf Count | `9` |
| Ys async rst share | `0` |
| Final Hold Vio Count | `0` |
| Crit path from | `alusrc` |
| Cell chain of the critical path | `buf_2, buf_4, mux2i_1, ha_1, nand2b_1, o31ai_2, nor4b_1, nor2_1, a221oi_1, a31oi_1, o22a_1, a211oi_1, o211ai_1, a2111oi_0, nand3_1, nor3_2` |
| Layout area overhead | `32.80%` |
| Tool warnings | `94` |
| Seq cells post-synth | `107` |
## cells in the final DEF, fill, tap and decap left out, types with 7 or more instances in the layout
| cell type | count |
|---|---|
| a211o_1 | 7 |
| a21o_1 | 23 |
| a21oi_1 | 102 |
| a221oi_1 | 7 |
| a31oi_1 | 17 |
| and2_1 | 14 |
| and3_1 | 18 |
| buf_4 | 10 |
| clkbuf_16 | 9 |
| clkdlybuf4s50_1 | 259 |
| dfxtp_1 | 107 |
| ha_1 | 130 |
| inv_1 | 114 |
| mux2i_1 | 40 |
| nand2_1 | 38 |
| nand2b_1 | 18 |
| nand3_1 | 18 |
| nand4_1 | 10 |
| nor2_1 | 132 |
| nor2b_1 | 51 |
| nor3_1 | 19 |
| nor4_1 | 15 |
| o21a_1 | 8 |
| o21ai_0 | 57 |
| o21ai_1 | 8 |
| o21bai_1 | 19 |
| o221ai_1 | 11 |
| o32ai_1 | 8 |
| or3_1 | 7 |
| xnor2_1 | 33 |
| xor2_1 | 19 |
## path summary, 6_finish.rpt
check | end | slack (ns) | cells past startpoint
worst max-delay path | ex_mem3.zero$_SDFF_PP0_ | 10.05 | 16
worst min-delay path | ex_mem3.add_result[3]$_SDFF_PP0_ | 3.69 | 2
## stage by stage
step / setup WS [ns] / utilization / std cells
after global routing: 9.785 / 0.5430 / 1768
after floorplan: 10.31 / - / 1222
after global placement: 9.911 / 0.5298 / 1752
final: 10.05 / 0.5432 / 1769
after CTS: 10.19 / 0.5430 / 1768
after detailed placement: 9.835 / 0.5298 / 1752
## sequential cells by signal, indices dropped and copies added, names as in the netlist
signal,flops
ex_mem3.rdata2_out,32
ex_mem3.alu_result,32
ex_mem3.memwrite,1
ex_mem3.add_result,32
ex_mem3.branch,1
ex_mem3.zero,1
ex_mem3.memread,1
ex_mem3.five_bit_muxout,5
ex_mem3.ctlwb_out,2
## metal layers
metal	global-route usage	up-vias
met3	0.05523	64
met4	0.1049	2
li1	-	4753
met1	0.3778	4432
met5	0	-
met2	0.4777	410
## final cells by class
| cell class | instances | area, um^2 |
|---|---|---|
| multi-input cells | 940 | 6824 |
| repair buffers | 270 | 2673 |
| flip-flops and latches | 107 | 2142 |
| well taps | 319 | 399.1 |
| inverters | 116 | 435.4 |
| diodes | 1 | 2.502 |
| fillers | 2253 | 10760 |
| clock buffers | 9 | 225.2 |
| clock inverters | 7 | 86.33 |
## Yosys cell counts (23+ instances only)
cell type / count / area share
clkbuf_1: 47 / 0.018
nor2b_1: 51 / 0.033
nand2_1: 38 / 0.015
inv_1: 114 / 0.044
a21o_1: 23 / 0.018
mux2i_1: 40 / 0.042
xnor2_1: 33 / 0.030
ha_1: 130 / 0.17
nor2_1: 132 / 0.051
a21oi_1: 102 / 0.053
dfxtp_1: 107 / 0.22
o21ai_0: 57 / 0.030
## report_power, final
part | internal (uW) | switching [uW]
combinational | 166 | 184
clock | 98.4 | 106
sequential | 255 | 5.21
total | 519 | 296
## cells by family (layout without fill, tap and decap cells)
family | after synthesis | count (layout) | synth area share
multiplexers | 42 | 42 | 0.04392
AND/OR/NAND/NOR | 366 | 366 | 0.1953
adder cells (fa/ha/maj) | 133 | 133 | 0.1752
XOR/XNOR | 52 | 52 | 0.04730
flip-flops | 107 | 107 | 0.2225
other | 0 | 1 | 0
buffers and inverters | 175 | 402 | 0.06965
AND-OR/OR-AND | 347 | 347 | 0.2462
Power and IR drop assume default switching activity.
